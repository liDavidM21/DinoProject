==> flow/design.v <==
module part2
	(
		CLOCK_50,						 
        KEY,
        SW,
		VGA_CLK,   						 
		VGA_HS,							 
		VGA_VS,							 
		VGA_BLANK_N,						 
		VGA_SYNC_N,						 
		VGA_R,   						 
		VGA_G,	 						 
		VGA_B   						 
	);
	input			CLOCK_50;				 
	input   [9:0]   SW;
	input   [3:0]   KEY;
	output			VGA_CLK;   				 
	output			VGA_HS;					 
	output			VGA_VS;					 
	output			VGA_BLANK_N;				 
	output			VGA_SYNC_N;				 
	output	[9:0]	VGA_R;   				 
	output	[9:0]	VGA_G;	 				 
	output	[9:0]	VGA_B;   				 
	wire resetn;
	assign resetn = KEY[0];
	wire [2:0] colour;
	wire [7:0] x;
	wire [6:0] y;
	wire writeEn;
	vga_adapter VGA(
			.resetn(resetn),
			.clock(CLOCK_50),
			.colour(3'b100),
			.x(x),
			.y(y),
			.plot(1'b1),
			.VGA_R(VGA_R),
			.VGA_G(VGA_G),
			.VGA_B(VGA_B),
			.VGA_HS(VGA_HS),
			.VGA_VS(VGA_VS),
			.VGA_BLANK(VGA_BLANK_N),
			.VGA_SYNC(VGA_SYNC_N),
			.VGA_CLK(VGA_CLK));
		defparam VGA.RESOLUTION = "160x120";
		defparam VGA.MONOCHROME = "FALSE";
		defparam VGA.BITS_PER_COLOUR_CHANNEL = 1;
		defparam VGA.BACKGROUND_IMAGE = "black.mif";
    datapath d0(.resetn(resetn), .clock(CLOCK_50), .x(x), .y(y));
	assign writeEn = KEY[1];
endmodule
module datapath(resetn, clock, x, y);
	input resetn, clock;
	output reg [7:0] x;
	output reg [6:0] y;
	always @(posedge clock)
	begin: ground_counter
		if(!resetn)
			begin
				x <= 8'd0;
				y <= 7'd105;
			end
		if(x == 8'd159)
			begin
				x <= 8'd0;
				y <= y + 1;
			end	
		if(y == 7'd119)
			begin
				y <= 7'd105;
			end	
		else
			x <= x + 1'b1;
	end
endmodule
==> flow/run.sh <==
#!/bin/bash
# OpenROAD 26Q1-2900-gdf79404cd8, Yosys 0.63+post, stock flow scripts
make -C /OpenROAD-flow-scripts/flow DESIGN_CONFIG=/design/flow/config.mk WORK_HOME=/design/flow/orfs finish
==> flow/config.mk <==
export PLATFORM = sky130hd
export DESIGN_NAME = datapath
export DESIGN_NICKNAME = datapath
export VERILOG_FILES = /design/flow/design.v
export SDC_FILE = /design/flow/constraint.sdc
export NUM_CORES = 4
export LEC_CHECK = 1
export CORE_AREA = 10 10 93 93
export DIE_AREA = 0 0 103 103
==> flow/constraint.sdc <==
current_design datapath

set clk_period 5.2
set clk_io_pct 0.2

create_clock -name clk0 -period $clk_period [get_ports {clock}]

set non_clock_inputs [all_inputs -no_clocks]
set_input_delay [expr $clk_period * $clk_io_pct] -clock clk0 $non_clock_inputs
set_output_delay [expr $clk_period * $clk_io_pct] -clock clk0 [all_outputs]
==> run summary <==
The layout was made with Yosys and OpenROAD.

The classification of the worst-slack hold path is flip-flop to flip-flop. Setup violations remaining at the end of the flow were counted as 0. The clock skew after layout is 3.27 ps. The via count of the first global-routing pass is 550.

The count of antenna-violating nets left after detailed routing is 0. The most used flip-flop cell after synthesis is sky130_fd_sc_hd__edfxtp_1. The number of buffers and inverters on the critical path is 1. Looking at the clock tree report, the root buffer type is sky130_fd_sc_hd__clkbuf_8. The most area-hungry cell type in the Yosys netlist is sky130_fd_sc_hd__edfxtp_1. The gate count of the mapped netlist is 75. Walking the worst path, the cells encountered are clkdlybuf4s50_1. The power density of the placed cells is 371 nW/um2. Per the detail_route report, vias per standard cell equal 3.42. Entering global routing, the biggest net connects 14 pins. In the setup report, the worst path falls into the class flip-flop to output pin. Per the timing report, the biggest fanout along the worst path comes to 8. The worst setup path is captured at an output pin.

The global route stage reports its total congestion overflow as 0. The reg-to-reg endpoint is x[1]. By area the synthesized netlist is led by sky130_fd_sc_hd__edfxtp_1, sky130_fd_sc_hd__dfxtp_1, sky130_fd_sc_hd__xor2_1, sky130_fd_sc_hd__nand3_1, sky130_fd_sc_hd__nand2_1.

The worst register-to-register path has a setup slack of 3420 ps. The CTS tree is built. The warning tally printed by Yosys for this design is 1.

Summed over all failing endpoints, the final setup total negative slack is 0 ps. The maximum clock insertion buffer count is 2. 17 I/O pins were placed. After clock tree synthesis, the flow added hold-fix buffers numbering 0. The multiplexer share of the synthesized area is 0%. The floorplan core area is 6760 um2. Per the TritonCTS log, the buffer count is 3.

The most frequently used cell type in the post-synthesis netlist is sky130_fd_sc_hd__nand2_1. Setup repair after global routing left no endpoint under its margin. The portion of the post-synthesis area used by sequential elements is 50.2%. The length of the first detailed-routing pass in iterations is 3. The number of antenna violations at the first check in global routing is 0. After layout, the worst setup slack is 2930 ps.

In the placement report, post-DP HPWL is listed as 1380 um. Per STA, the highest per-stage delay on the worst path measures 520 ps. The static leakage is 0.000352 uW. The synthesis report gives the async set-or-reset register share as 0%. Yosys reports that the most numerous cell types are sky130_fd_sc_hd__nand2_1, sky130_fd_sc_hd__edfxtp_1, sky130_fd_sc_hd__nor2_1. The post-detailed-routing wire length is 1760 um. The effective utilization at floorplan is 11.2%. The maximum level of the CTS H-tree is 1. The number of I/O port buffers is 16. The placement-stage worst setup slack is 2730 ps.

The share of synthesized cell area in and, or, nand and nor gates is 28.6%. The flip-flop and latch count after synthesis is 15. The clock insertion delay at the later pin of the skew report is 250 ps. For reference, compound AND-OR and OR-AND cells occupy 7.44% of the area reported after synthesis.

At the worst endpoint, the required time is 4160 ps. Relative to the synthesized area, the layout overhead comes to 41.2%. In this build the clock could be raised as far as 440 MHz. The post-cts resize count is 0. The time the worst path needs with I/O delays and setup is 2270 ps. Clock tree synthesis found a total of 15 sinks. The routed length per placed instance is 10.1 um. STA puts the critical path data arrival time at 1230 ps.

The kind of cell adding the most delay to the critical path is buffers and inverters. The first-pass GRT wire length is 2840 um. The max-capacitance violation count is 0.

The final weighted congestion of routability-driven global placement is 0.760. The synthesized netlist contains 28 unique library cells. Yosys reports a chip area of 757 um2. The initial detailed-routing violation count is 11. The DRC violation total left in the routed layout is recorded as 0. For reference, the placement row count at floorplan is 30. The final critical-path share of the clock period is 43.7%.

The layout cell share with drive strength beyond 1 is 10.5%. Yosys reports that the leading cell type by area covers 31.7% of the netlist area. The synthesized netlist was found by Yosys to have 75 cells. Per the power-grid run, VDD falls by no more than 0.0770 mV.

The cell-mix breakdown from Yosys lists the XOR/XNOR area share as 9.26%. For reference, the final report shows the hold violation count at 0. The number of max-slew violations in the final report is 0. The transition time recorded at the tightest slew-check pin is 314 ps. The flow ran to the end, and the final reports show no timing, DRC or antenna violations. The number of diodes is 0. The worst hold endpoint is y[6]. The timing report shows that the slowest cell on the worst path is sky130_fd_sc_hd__clkdlybuf4s50_1.

The die covers 10600 um2. The kind of start point of the critical path is a flip-flop. The worst hold path cell count is 2. The cell-mix breakdown from Yosys lists the adder-cell area share as 3.31%. The total vias in the final route is 599. Looking at the reg2reg group, the worst path starts from x[0]. The global-route total usage across every layer is 3.36%. The width of the die is 103 um. The number of setup buffers added after CTS is 0. Each instance of the synthesized netlist takes up on average 10.1 um2. Logic depth along the worst register-to-register path is recorded as 4. Among the non-sequential cells, simple AND/OR/NAND/NOR gates take the most area. The tool warning count is 25.

Before any placement, the netlist area is recorded as 757 um2. The vertical extent of the die is 103 um. The worst max-slew margin expressed relative to the limit is 79.0%. The startpoint identified for the worst hold timing path is y[6]. The CTS clock-pin slew for the worst setup and hold paths is 60 ps. The synthesized design contains 8 enable-type register cells.
-- sequential cells by signal, summed over array words and instances (netlist names) --
register / count
x: 8
y: 7
-- kinds of logic (layout without fill, tap and decap cells) --
| family | count (synthesis) | in the layout |
|---|---|---|
| DFF | 15 | 15 |
| adders and majority gates | 2 | 2 |
| and+or+nand+nor | 39 | 39 |
| buffers and inverters | 2 | 22 |
| xor gates and xnor gates | 8 | 8 |
| AOI/OAI and AO/OA | 9 | 9 |
-- layer usage --
layer | wire length (um) | GRT usage [%] | up-vias
li1 | - | - | 311
met1 | 767 | 4.25 | 274
met2 | 708 | 4.53 | 12
met3 | 264 | 2.30 | 2
met4 | 23 | 0.856 | 0
met5 | 0 | 0 | -
-- stage by stage --
stage               cells  area [um2]  utilization (%)  hold slack, ps  total power [uW]
detailed placement    171        1020             15.1             504               306
finish                175        1070             15.8             514               397
global route          175        1070             15.8             540               427
CTS                   175        1070             15.8             519               403
floorplan              75         757                -             467               234
global placement      171        1020             15.1             509               305
-- layout make-up --
cell class                 count  area (um2)
clock buffer                   3        41.3
clock inverter                 1        7.51
fill                         757        5690
inverter                       1        3.75
multi-input combinational     58         368
sequential                    15         380
tap                           80         100
timing repair buffer          17         168
-- worst max-delay path by stage --
| stage | cells past startpoint | start | slack (ps) | end |
|---|---|---|---|---|
| finish | 1 | y[2] | 2930 | y[2] |
| global route | 1 | y[2] | 2860 | y[2] |
| CTS | 1 | y[2] | 2910 | y[2] |
-- cell usage in the layout, fill, tap and decap left out, types with 2 or more instances in the layout --
| cell type | n |
|---|---|
| sky130_fd_sc_hd__clkdlybuf4s50_1 | 16 |
| sky130_fd_sc_hd__xnor2_1 | 2 |
| sky130_fd_sc_hd__a21oi_1 | 4 |
| sky130_fd_sc_hd__nand3_1 | 7 |
| sky130_fd_sc_hd__and3_1 | 2 |
| sky130_fd_sc_hd__dfxtp_1 | 7 |
| sky130_fd_sc_hd__ha_1 | 2 |
| sky130_fd_sc_hd__o21ai_0 | 2 |
| sky130_fd_sc_hd__edfxtp_1 | 8 |
| sky130_fd_sc_hd__or3_2 | 2 |
| sky130_fd_sc_hd__xor2_1 | 6 |
| sky130_fd_sc_hd__nor2_1 | 8 |
| sky130_fd_sc_hd__clkbuf_8 | 3 |
| sky130_fd_sc_hd__nand2_1 | 9 |
-- power breakdown --
part	switching [uW]	internal [uW]	total (uW)	leakage, uW
registers	38.3	165	203	0.000148
clock network	41.2	53.7	95.0	0.0000217
logic	27.5	71.1	98.6	0.000182
total	107	290	397	0.000352
No activity file was given, so power comes from the tool's default toggle rates.
